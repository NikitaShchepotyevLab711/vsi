[flow/design.v]
module codegen #(
	parameter DATA_WIDTH = 8
) (
	input  wire clk,
	input  wire rst_l,
	output reg ready,
	input wire start,
	output wire [DATA_WIDTH-1:0] data
);
reg [DATA_WIDTH-1:0] increment;
always @(posedge clk or negedge rst_l) begin
	if (!rst_l) begin
		increment <= '0;
		ready <= 0;
	end
	else begin
		if (start)
			if (increment < 8'hff) begin
				increment <= increment + 1;
				ready <= 0;
			end
			else	
				ready <= 1;
	end
end
assign data = increment;
endmodule
[flow/run.sh]
#!/bin/bash
# OpenROAD 26Q1-2900-gdf79404cd8, Yosys 0.63+post, stock flow scripts
make -C /OpenROAD-flow-scripts/flow DESIGN_CONFIG=/design/flow/config.mk WORK_HOME=/design/flow/orfs finish
[flow/config.mk]
export PLATFORM = sky130hd
export DESIGN_NAME = codegen
export DESIGN_NICKNAME = codegen
export VERILOG_FILES = /design/flow/design.v
export SDC_FILE = /design/flow/constraint.sdc
export NUM_CORES = 4
export LEC_CHECK = 1
export CORE_AREA = 10 10 70 70
export DIE_AREA = 0 0 80 80
[flow/constraint.sdc]
current_design codegen

set clk_period 2.3
set clk_io_pct 0.2

create_clock -name clk0 -period $clk_period [get_ports {clk}]

set non_clock_inputs [all_inputs -no_clocks]
set_input_delay [expr $clk_period * $clk_io_pct] -clock clk0 $non_clock_inputs
set_output_delay [expr $clk_period * $clk_io_pct] -clock clk0 [all_outputs]
==> metrics.yaml <==
fin_setup_tns_ns: 0
postSynthAreaPerCell_sq_um: 11.57
simple_gate_share_pct: 20.05
fin_crit_sh_pct: 75.32
cellPowerDensity_nw_per_um2: 1067
timing_worst_setup_path_type: "flip-flop to output pin"
power.leakage_nw: 0.2495
cpLargestDelayFamily: "buffers and inverters"
grt_first_pass_wirelength_mm: 1.794
clk_pin_slew_ns: 0.06
area_growth_pct: 36.15
cts_tree: "built"
worst_hold_path_type: "primary input to asynchronous set/reset pin"
die_height_microns: 80
cp.arrival_ns: 1.27
ys_sh_adder_pct: 2.639
ys.flops: 9
dieArea_sq_um: 6400
power_w: 0.0006890
drt_wl_total_mm: 1.097
overflow: 0
path_buffers: 1
die_w_microns: 80
path_cells: "clkdlybuf4s50_1"
io_buffer_count: 11
initCoreUtil_pct: 13.88
core_area_sq_um: 3416
ys_types: 24
cts.htree.levels: 1
cts_setup_buffers: 0
drt_pre_antenna_iters: 4
cts_inserted_buffers: 3
required_ns: 1.84
hold_viol: 0
critPathCaptureType: "output pin"
cap_viol_max_count: 0
clock-sinks: 9
muxShareOfSynthArea_pct: 6.860
cts-root-buf: "clkbuf_4"
crit_path_max_incr_delay_ns: 0.53
clkLatencyLatePin_ns: 0.26
warning_count: 25
ys_sh_aoi_pct: 15.57
seq_area_sq_um: 225.2
grtUsageTotal_pct: 3.517
vdd_drop_max_uv: 454.0
vias_per_cell: 3.660
cp-start-kind: "flip-flop"
ctsResizeCount: 0
ant_nets: 0
outcome: "complete, no violations"
nFillCells: 394
routedWlPerCell_microns: 10.97
netlist_area_sq_um: 474.2
ys_area_sq_um: 474.2
drv_slew: 0
synth.logic.top_family: "simple AND/OR/NAND/NOR gates"
hpwl_microns: 826.2
comb_area_sq_um: 222.7
antenna_found_initial: 0
fmax_ghz: 0.5773
antenna_cells: 0
crit_fanout: 9
floorplan.rows: 21
holdWs_ns: 0.4982
yosys-stat-cells: 41
worst_slew_pin_slew_ns: 0.4192
post-route-drc-count: 0
vias: 366
holdBufCountCts: 0
drt_iter0_drc: 6
io_pins: 12
ys_warn_count: 1
rsz0062_at_grt: "no"
fin_skew_ns: 0.007216
xor_share_pct: 1.847
clk_path_buf_depth: 2
dp_cells: 96
slowest_stage: "clkdlybuf4s50_1"
post-route-min-period_ns: 1.732
finalSetupViolations: 0
gp_congestion: 0.7493
post_dp_cell_area_sq_um: 619.3
first_global_vias: 361
drive_gt1_share_pct: 22.22
netlist_instances: 41
fin_cells: 100
grt_max_degree: 10
relSlewSlack_pct: 71.97
stdcell_area_sq_um: 645.6
synth_seq_share_pct: 47.49
==> logic make-up after synthesis <==
kind of cell             Yosys count
AND/OR/NAND/NOR                   13
XOR/XNOR                           1
AND-OR/OR-AND                     11
buffers and inverters              3
adder cells (fa/ha/maj)            1
multiplexers                       3
flip-flops                         9
==> registers in the layout, indices dropped and copies added, names as in the netlist <==
| name | flops |
|---|---|
| ready | 1 |
| increment | 8 |
==> layout make-up <==
cell class              instances  share of cell area, %
clock buffers                   4                  4.070
flip-flops and latches          9                  34.88
repair buffers                 11                  17.05
multi-input cells              29                  34.50
inverters                       1                 0.5814
well taps                      46                  8.915
==> synthesized netlist by cell type, drive strengths merged <==
master	instances	area, sq um
buf	2	22.52
and3	2	15.01
nand2b	1	8.760
inv	1	3.750
a31oi	4	25.02
nor2	1	3.750
nand4	2	12.51
xnor2	1	8.760
nand2	1	3.750
dfrtp	9	225.2
and4	3	31.28
a41oi	1	8.760
nor2b	1	6.260
ha	1	12.51
mux2i	1	10.01
and2	1	8.760
a21oi	4	23.77
a21boi	1	7.510
mux2	2	22.52
nand3	1	5.000
o21ai	1	8.760
==> cells in the final DEF (no fill, tap or decap), types with 2 or more instances in the layout <==
cell type	count
and4_4	2
dfrtp_1	9
clkbuf_4	3
and3_2	2
clkdlybuf4s50_1	11
nand4_1	2
a21oi_1	3
a31oi_1	4
==> per-stage QoR <==
stage	util, %	worst slack, ns
floorplan	-	1.013
global placement	18.13	0.6171
detailed placement	18.13	0.5712
CTS	18.90	0.5608
global route	18.90	0.4964
finish	18.90	0.5677
==> metal layers <==
layer / wire (microns) / vias up / GRT usage, %
met5: 0 / - / 0
met4: 0 / 0 / 0.1761
met3: 92 / 0 / 1.932
met2: 378 / 15 / 4.093
met1: 625 / 170 / 5.544
li1: - / 181 / -
==> final timing paths <==
| check | endpoint | startpoint | slack (ns) | cells after the start |
|---|---|---|---|---|
| setup / recovery | data[3] | increment[3]$_DFFE_PN0P_ | 0.57 | 1 |
| hold / removal | increment[3]$_DFFE_PN0P_ | rst_l | 0.50 | 1 |
| setup reg to reg | increment[1]$_DFFE_PN0P_ | increment[0]$_DFFE_PN0P_ | 0.85 | 4 |
| hold reg to reg | ready$_DFFE_PN0P_ | ready$_DFFE_PN0P_ | 0.52 | 2 |
| max in group asynchronous | ready$_DFFE_PN0P_ | rst_l | 1.50 | 1 |
| min in group clk0 | ready$_DFFE_PN0P_ | ready$_DFFE_PN0P_ | 0.52 | 2 |
==> power breakdown <==
| part | internal (W) | switching [W] | total, W |
|---|---|---|---|
| Combinational | 0.000175 | 0.0000774 | 0.000253 |
| Sequential | 0.000217 | 0.0000983 | 0.000316 |
| Clock | 0.0000668 | 0.0000537 | 0.000120 |
| Total | 0.000460 | 0.000229 | 0.000689 |
Power is estimated from default activity; no workload was simulated.
