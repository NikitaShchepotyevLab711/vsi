===== ./run.sh =====
#!/bin/bash
# OpenROAD 26Q1-2900-gdf79404cd8, Yosys 0.63+post, stock flow scripts
make -C /OpenROAD-flow-scripts/flow DESIGN_CONFIG=/design/flow/config.mk WORK_HOME=/design/flow/orfs finish

===== ./config.mk =====
export PLATFORM = sky130hd
export DESIGN_NAME = psevdo_ram_block
export DESIGN_NICKNAME = psevdo_ram_block
export VERILOG_FILES = /design/flow/design.v
export SDC_FILE = /design/flow/constraint.sdc
export NUM_CORES = 4
export LEC_CHECK = 1
export CORE_UTILIZATION = 30

===== ./constraint.sdc =====
current_design psevdo_ram_block

set clk_period 14.1
set clk_io_pct 0.2

create_clock -name clk0 -period $clk_period [get_ports {RCLKS}]
create_clock -name clk1 -period $clk_period [get_ports {WCLKS}]

set non_clock_inputs [all_inputs -no_clocks]
set_input_delay [expr $clk_period * $clk_io_pct] -clock clk0 $non_clock_inputs
set_output_delay [expr $clk_period * $clk_io_pct] -clock clk0 [all_outputs]

===== ./design.v =====
module psevdo_ram_block (
    input [8:0] DIn,          
    input [7:0] RADDR,        
    input [7:0] WADDR,       
    input RDB,               
    input WRB,                
    input RCLKS,              
    input WCLKS,              
    input DC_in0,             
    input DC_in1,             
    input DC_in2,            
    output wire [8:0] DO1,    
    output wire [8:0] DO2      
);
reg [8:0] memory_block0 [0:255];
reg [8:0] read_data01;
reg [8:0] read_data23;
always @(posedge WCLKS) begin
    if (!WRB) begin
        memory_block0[WADDR] <= DIn;
    end
end
always @(posedge RCLKS) begin
    if (!RDB) begin
		read_data01 <= memory_block0[RADDR];
		read_data23 <= '0;
	end
end
assign DO1 = read_data01;  
assign DO2 = read_data23;
endmodule

==> impl_metrics.ini <==
; generated from flow reports
[yosys]
synth-cells-yosys = 4196
top_cell_area_share = 0.775
top_area_cell = edfxtp_1
ys_top_cells_by_count = edfxtp_1, mux4_2, nor2_1
synth-seq-cells = 2313
synth-edff-count = 2313
synth_cell_types = 62
seq_area_frac_synth = 0.775
synth_async_sr_flop_share = 0
postSynthCellCount = 4196
top_cells_by_area = edfxtp_1, mux4_2, mux2i_1, nor2_1, a22oi_1
synth_warnings = 1
most_common_cell = edfxtp_1
synthesis_area_per_yosys_sq_mm = 0.0896
syn-mean-instance-area_sq_um = 21.3
ys.flop_type = edfxtp_1
combined_area_of_all_synthesized_cells_sq_mm = 0.0896

[placement]
dp_slack_ns = 6.46
globalplace.congestion = 0.903
detailed_place_hpwl_mm = 135
placement.io_buffers = 36

[power_and_ir_drop]
power_frac_clock = 0.407
seq_power_share = 0.544
cell_internal_pwr_mw = 11.0
leakagePower_nw = 31.3
cellPowerDensity_mw_per_mm2 = 136
net-switching-power_mw = 2.95
sw_frac_of_total = 0.211
power.share.combinational = 0.049
vdd_ir_drop_max_v = 0.000109

[grt]
grt_pass1_vias = 47100
grt_util_all_layers = 0.157
grt_antenna_before_repair = 10
grt_pass1_wl_mm = 320
grt_overflow = 0
grt_max_degree = 113

[routing]
routed_wire_length_per_instance_microns = 25.5
postRouteAntennaNets = 0
routed_via_density = 4.99
drt_pre_antenna_iters = 5
drt_wl_total_mm = 219
drt_iter0_drc = 2726
drc = 0
vias = 42900

[setup_path]
ff2ff_path_depth = 5
reg2reg_to = read_data01[7]$_DFFE_PN_
crit_type = in2reg
cp_max_fo = 50
timing.critical_path.cells = buf_8 -> buf_4 -> buf_4 -> buf_4 -> mux4_2 -> a22o_1 -> a221oi_1 -> o221a_2 -> a211oi_2
cp.required_ns = 14.04
sort_of_element_at_the_start_of_the_critical_path = input port
crit_top_cell = buf_4
cp-end-kind = flop
worstPathArrival_ns = 7.30
cpPeakStageDelay_ns = 0.93
regToRegStartpoint = memory_block0[143][7]$_DFFE_PP_
timing.critical_path.slowest_stage_cell = a221oi_1
rrSetupSlack_ns = 10.43

[clocking]
cts-resized-gates = 0
cts-hold-fix-buffers = 0
cts_num_sinks = 2313
post_cts_buffers = 0
cts.reportedPaths.clkPinSlew_ns = 0.06
cts_tree = built

[hold_path]
min_path_type = reg2reg
hold_start = memory_block0[42][6]$_DFFE_PP_
worstHoldPathCells = 5
hold_path_end = read_data01[6]$_DFFE_PN_

[final_timing]
setup_slack_ns = 6.75
setup_viol = 0
tns_ns = 0
setup_repair_after_global_routing_missed_its_margin = false
worst-slew-pin-transition_ns = 1.19
hold_viol_final = 0
slew_viol_final = 0
relSlewSlack = 0.204

[cells_and_area]
sequential_cell_area_sq_mm = 0.0695
layout.area.comb_sq_mm = 0.0185
layout_cell_share_with_drive_strength_beyond_1 = 0.237
num-fill-cells = 27000
area.growth.synth_to_final_pct = 14.1

[flow_run]
openroad.warnings = 33
cap_viol_max_count = 0

[floorplanning]
boundaryPins = 50
dieArea_sq_mm = 0.301
num_rows = 200
floorplanUtilization = 0.302
die_height_microns = 548
core_area_sq_mm = 0.297
die.size.x_microns = 548

[status]
run_status = complete, no violations
## sequential cells by signal, indices dropped and copies added, names as in the netlist
register	cells
read_data01	9
memory_block0	2304
## how the worst max path moves through the flow
| stage | to | from | slack [ns] |
|---|---|---|---|
| 4_1_cts | read_data01[7]$_DFFE_PN_ | RADDR[1] | 6.69 |
| 5_1_grt | read_data01[0]$_DFFE_PN_ | RADDR[0] | 6.38 |
| 6_report | read_data01[8]$_DFFE_PN_ | RADDR[0] | 6.75 |
## logic make-up (layout without fill, tap and decap cells)
| group | count (synthesis) | count (layout) | synth area share |
|---|---|---|---|
| other | 1 | 16 | 0.0000419 |
| and+or+nand+nor | 470 | 470 | 0.0236 |
| muxes | 657 | 657 | 0.143 |
| DFF | 2313 | 2313 | 0.775 |
| buffers and inverters | 262 | 708 | 0.0188 |
| AOI/OAI and AO/OA | 493 | 493 | 0.0393 |
## metrics by stage
step / total power, mW / instances / util / cell area, sq um / hold WS (ns)
final: 14.0 / 8596 / 0.344 / 102000 / 1.84
after global routing: 14.4 / 8594 / 0.344 / 102000 / 1.88
after CTS: 14.1 / 8589 / 0.344 / 102000 / 1.90
after detailed placement: 8.42 / 8177 / 0.321 / 95300 / 1.21
after global placement: 8.41 / 8177 / 0.321 / 95300 / 1.23
after floorplan: 8.10 / 4204 / - / 89600 / 0.853
## power groups by stage
stage	clock network [mW]	logic [mW]	registers, mW
finish	5.68	0.684	7.59
global route	6.04	0.734	7.58
CTS	5.79	0.692	7.59
## critical path, delay by kind of cell
family	cells	cell delay, ns
multiplexers	1	0.60
AND-OR/OR-AND	4	1.67
buffers and inverters	4	2.10
## area by class of cell
cell class | count | area share
Multi-Input combinational cell | 1629 | 0.181
Tap cell | 3939 | 0.0482
Clock inverter | 131 | 0.0102
Clock buffer | 281 | 0.0578
Inverter | 4 | 0.000147
Antenna cell | 7 | 0.000171
Sequential cell | 2313 | 0.679
Timing Repair Buffer | 292 | 0.0229
## layer usage
layer / share of wire / GRT usage
met1: 0.33 / 0.175
met2: 0.48 / 0.237
met3: 0.17 / 0.120
met4: 0.026 / 0.0367
met5: 0.0021 / 0.0131
## cells in the final DEF (no fill, tap or decap), types with 5 or more instances in the layout
cell and instances:
nand3_1 20, or3_1 5, o221ai_1 41, a22oi_1 142, clkbuf_1 53, nor2_1 292
clkinv_1 64, diode_2 7, buf_8 9, o21ai_0 19, conb_1 9, mux2i_1 148
o31ai_1 18, clkbuf_16 228, nand2_1 42, clkinv_2 41, mux2_2 19, buf_4 255
nor4_1 10, a21oi_1 88, bufinv_16 13, a221oi_1 15, a22o_1 29, nor3_1 9
nand2b_1 14, nor2b_1 23, o21ai_1 6, mux4_1 19, a21o_1 5, o32ai_1 9
a211oi_1 27, edfxtp_1 2313, mux4_2 471, or2_2 21, clkdlybuf4s50_1 21, o22ai_1 69
No activity file was given, so power comes from the tool's default toggle rates.
